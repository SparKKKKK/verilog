`flow/design.v`:
```
module fifo_ctrl#(
    parameter DSIZE = 8,
    parameter ASIZE = 4
    )(
    output [DSIZE-1:0]rd_data,
    output rd_full,
    output wr_full,
    output rd_empty,
    input rd_clk,
    input wr_clk,
    input [DSIZE-1:0] wr_data,
    input wr_rst,
    input rd_rst,
    input rd_inc,
    input wr_inc
    );
wire [ASIZE-1:0] wr_addr,rd_addr;
wire [ASIZE-1:0] wr_ptr,rd_ptr,r2w_ptr,w2r_ptr;
rptr_empty  #(ASIZE,DSIZE) u1(
    .rd_clk   (rd_clk),
    .w2r_ptr   (w2r_ptr),
    .rd_inc   (rd_inc),
    .rd_rst   (rd_rst),
    .rd_addr  (rd_addr),
    .rd_empty (rd_empty),
    .rd_ptr   (rd_ptr)
);
sync_w2r  #(ASIZE,DSIZE) u2(
    .rd_clk   (rd_clk),
    .rd_rst   (rd_rst),
    .wr_ptr   (wr_ptr),
    .w2r_ptr   (w2r_ptr)
);
wptr_full  #(ASIZE,DSIZE) u3(
    .wr_clk   (wr_clk),
    .wr_rst   (wr_rst),
    .r2w_ptr   (r2w_ptr),
    .wr_inc   (wr_inc),
    .wr_addr  (wr_addr),
    .wr_full  (wr_full),
    .wr_ptr   (wr_ptr)
);
sync_r2w  #(ASIZE,DSIZE) u4(
    .wr_clk   (wr_clk),
    .wr_rst   (wr_rst),
    .rd_ptr   (rd_ptr),
    .r2w_ptr   (r2w_ptr)
);
fifo_ram  #(ASIZE,DSIZE) u5(
    .wr_clk   (wr_clk),
    .wr_addr  (wr_addr),
    .wr_inc   (wr_inc),
    .wr_full  (wr_full),
    .wr_data  (wr_data),
    .rd_addr  (rd_addr),
    .rd_inc   (rd_inc),
    .rd_data  (rd_data)
);
endmodule 
module fifo_ram#(
    parameter DSIZE=8,
    parameter ASIZE=4
    )(
    input wr_clk,
    input [DSIZE-1:0] wr_data,
    input rd_inc,wr_inc,
    input wr_full,
    input [ASIZE-1:0] rd_addr,wr_addr,
    output reg [DSIZE-1:0] rd_data
    );
reg [DSIZE-1:0] mem [ASIZE-1:0];
always@(*)begin
    if(rd_inc)
        rd_data = mem[rd_addr];
end
assign wr_en = wr_inc&(!wr_full);
always@(posedge wr_clk) begin
    if(wr_en)
        mem[wr_addr] <= wr_data;
end
endmodule 
module rptr_empty#(
    parameter DSIZE = 8,
    parameter ASIZE = 4
)(
    output  reg            rd_empty,
    output     [ASIZE-1:0] rd_addr,
    output reg [ASIZE:0] rd_ptr,
    input        [ASIZE:0] w2r_ptr,
    input        rd_inc,
    input        rd_clk,
    input        rd_rst
);
reg [ASIZE-1:0] rbin,rgnext,rbnext;
always@(posedge rd_clk or posedge rd_rst) begin
    if(rd_rst) begin
        rd_ptr <= 0;
        rbin <= 0;
    end
    else begin
        rd_ptr <= rgnext;
        rbin <= rbnext;
    end
end
always@(*)begin
    rbnext = (!rd_empty)?(rbin + rd_inc) : rbin;
    rgnext = (rbnext>>1)^rbnext;
end
assign rd_addr = rbin[ASIZE-1:0];
always@(posedge rd_clk or posedge rd_rst) begin
    if(rd_rst) begin
        rd_empty <= 0;
    end
    else 
        rd_empty <= (rgnext == w2r_ptr);
end
endmodule
module sync_r2w#(
    parameter ASIZE = 4,
    parameter DSIZE = 8
)(
    output reg [ASIZE:0] r2w_ptr,
    input  [ASIZE:0] rd_ptr,
    input            wr_clk,
    input            wr_rst
);
reg [ASIZE:0] med_ptr1;
always@(posedge wr_clk or posedge wr_rst) begin
  if(wr_rst) begin
    r2w_ptr <= 0;
    med_ptr1 <= 0;
  end
  else begin
    r2w_ptr <= med_ptr1;
    med_ptr1 <= rd_ptr;
  end  
end
endmodule 
module sync_w2r#(
    parameter DSIZE = 8,
    parameter ASIZE = 4
)(
    input  [ASIZE:0] wr_ptr,
    input            rd_clk,
    input            rd_rst,
    output reg [ASIZE:0] w2r_ptr
);
reg [ASIZE:0] med_ptr2;
always@(posedge rd_clk or posedge rd_rst) begin
  if(rd_rst) begin
    w2r_ptr <= 0;
    med_ptr2 <= 0;
  end
  else begin
    w2r_ptr <= med_ptr2;
    med_ptr2 <= wr_ptr;
  end
end
endmodule
module wptr_full#(
    parameter ASIZE = 4,
    parameter DSIZE = 8
)(
    input [ASIZE:0] r2w_ptr,
    input           wr_clk,
    input           wr_rst,
    input           wr_inc,
    output     [ASIZE-1:0] wr_addr,
    output reg [ASIZE:0]   wr_ptr,
    output reg             wr_full
);
reg [ASIZE:0] wbin,wbnext,wgnext;
always@(posedge wr_clk or posedge wr_rst) begin
    if(wr_rst) begin
        wbin <= 0;
        wr_ptr <=0;
    end
    else begin
        wr_ptr <= wgnext;
        wbin <= wbnext; 
    end
end
always@(*) begin
    wbnext = (!wr_full)?(wbin + wr_inc) : wbin;
    wgnext = (wbnext>>1)^wbnext;
end
assign wr_addr = wbin[ASIZE-1:0];
always@(posedge wr_clk or posedge wr_rst)begin
    if(wr_rst) wr_full <= 1;
    else begin
        wr_full <= ((wgnext[ASIZE])   != r2w_ptr[ASIZE]) &&
                    (wgnext[ASIZE-1]) != r2w_ptr[ASIZE-1] &&
                    (wgnext[ASIZE-2:0] == r2w_ptr[ASIZE-2:0]);
    end
end
endmodule
```
`flow/run.sh`:
```
#!/bin/bash
# OpenROAD 26Q1-2900-gdf79404cd8, Yosys 0.63+post, stock flow scripts
make -C /OpenROAD-flow-scripts/flow DESIGN_CONFIG=/design/flow/config.mk WORK_HOME=/design/flow/orfs finish
```
`flow/config.mk`:
```
export PLATFORM = sky130hd
export DESIGN_NAME = fifo_ctrl
export DESIGN_NICKNAME = fifo_ctrl
export VERILOG_FILES = /design/flow/design.v
export SDC_FILE = /design/flow/constraint.sdc
export NUM_CORES = 4
export LEC_CHECK = 1
export CORE_UTILIZATION = 50
```
`flow/constraint.sdc`:
```
current_design fifo_ctrl

set clk_period 2.8
set clk_io_pct 0.2

create_clock -name clk0 -period $clk_period [get_ports {rd_clk}]
create_clock -name clk1 -period $clk_period [get_ports {wr_clk}]

set non_clock_inputs [all_inputs -no_clocks]
set_input_delay [expr $clk_period * $clk_io_pct] -clock clk0 $non_clock_inputs
set_output_delay [expr $clk_period * $clk_io_pct] -clock clk0 [all_outputs]
```
==> results.txt <==
From the run reports.

- For this run, the number of standard cells in the final layout without fillers is 292.
- The headroom to the max-slew limit reads 0.472.
- In this run the maximum-capacitance check reported violations numbering 0.
- The CTS clock-pin slew for the worst setup and hold paths is 80 ps.
- The global route stage reports its total congestion overflow as 0.
- Looking at the max-slew report, the worst-margin pin has a slew of 791 ps.
- The cell taking the most area after synthesis is edfxtp_1.
- The post-synth tally of flip-flops with integrated enable is 32.
- The residual DRC count reads 0.
- The pre-antenna-repair detailed-routing pass consisted of 4 iterations.
- The maximum clock skew at final layout reads 5.67 ps.
- The post-cts resize count is 0.
- The initial cell density of the core reads 0.530.
- The number of buffer cells added on primary ports reads 14.
- The count of hold buffers inserted by post-cts repair reads 0.
- The post-layout instance area reads 3370 um^2.
- The wire length per cell is 15.0 um.
- The number of cells on the worst hold path is 0.
- From synthesis to final layout, the design area changed by 13.3%.
- The area after detailed placement is 3210 um^2.
- The tightest hold margin is 329 ps.
- The horizontal extent of the die is 79.1 um.
- The via count reads 1,509.
- The worst setup path is captured at a flop.
- The post-synthesis async set-or-reset flop share is 0.520.
- Setup repair after global routing left no endpoint under its margin.
- The category of the worst setup path launch point reads a primary input.
- The count of synthesis-stage warnings from yosys is 20.
- In the Yosys report the total cell count is 195.
- The number of global-route vias before repair is 1,399.
- The total setup violations reported at the end of the flow reads 0.
- The post-route antenna net violation count reads 0.
- The maximum resistive drop on vdd is 566 uV.
- Post-CTS timing repair inserted 0 buffers for setup.
- The flow ran to the end, and the final reports show no timing, DRC or antenna violations.
- The number of register pins that no clock reaches reads 4.
- The synthesized netlist occupies a cell area of 2970 um^2.
- The TritonCTS clock tree reads built.
- Among logic cells in the layout, the one with the most instances is dfrtp_1.
- The chip height is 79.1 um.
- The number of synthesized register bits is 75.
- The setup TNS after final layout reads 0 ps.
- By instance count after routing, the leading logic cell types are dfrtp_1, edfxtp_1, xnor2_1.
- The number of antenna cells inserted reads 0.
- The number of placed instances, taps included, is 280.
- The number of top-level pins is 25.
- The final timing report lists a hold violation count of 0.
- The total chip power is 0.00375 W.
- The main area contributors are edfxtp_1, dfrtp_1, mux4_2.
- The stage-log warning count reads 31.
- The number of distinct standard cells referenced by the synthesized netlist reads 38.
- 8 endpoints have no timing constraint.
- The global placer's final weighted congestion reads 0.785.
- The leakage power summed over all cells is 1.30 nW.
- The highest net fanout along the worst path is 4.
- The share of the synthesized area in the top cell type is 0.323.
- The share of post-route cells with drive strength above 1 reads 0.182.
- The detailed-placement wirelength estimate is 3070 um.
- The critical path arrival is 2620 ps.
- The core region area reads 5610 um^2.
- The detailed-route wire length is 4370 um.
- The script computed a power per unit cell area of 1110 nW/um^2.
- Using the TritonRoute via totals, the vias-per-cell ratio works out to 5.17.
- Entering global routing, the biggest net connects 22 pins.
- The critical path in this run is classified as primary input to flop.
- The length in cells of the worst reg-to-reg path is 6.
- The most critical min-delay path falls under flop to flop.
- The synthesized instance count reads 195.
- The row count is 27.
- The number of pins with negative max-slew slack in the final report reads 0.
- The first global-routing pass estimated 7060 um of wire.
- The average footprint of a synthesized cell is 15.2 um^2.
- The DRC marker count from the first detailed-route iteration is 39.
- The required time of the critical path is 2950 ps.
- Looking at the cell usage after synthesis, the top flip-flop cell is dfrtp_1.
- The total track usage reads 0.165.
- The initial antenna violation count came to 0.
- The chip occupies 6260 um^2.
- The synthesized chip area reported by yosys reads 2970 um^2.
registers in the layout, indices dropped and copies added (netlist names):
name,flops
u5.mem,32
u3.wbin,5
u1.rd_empty,1
u3.wr_ptr,4
u4.med_ptr1,4
u4.r2w_ptr,4
u3.wr_full,1
u2.w2r_ptr,4
u2.med_ptr2,4
u5.rd_data,4
u1.rd_ptr,4
u1.rbin,8
layer usage:
metal  wire (um)  vias to the layer above  global-route usage
met5           0                        -                   0
met4          61                        0              0.0218
met3         423                        7              0.0852
met2        1860                       51               0.217
met1        2030                      724               0.278
li1            -                      727                   -
synth_stat cells, drive strengths merged (2+ instances only):
cell type,count
nor2b,2
a21oi,2
edfxtp,32
buf,8
nand2b,4
xor2,13
clkbuf,5
mux2i,2
nor2,9
inv,6
nor3,4
o21ai,2
dfrtp,38
dlxtp,4
mux2,6
nand4b,2
nand3,3
mux4,8
nand4,2
nand2,7
xnor2,16
ha,4
nand3b,2
or3b,2
kinds of logic (layout without fill, tap and decap cells):
family          Yosys count  in the layout  share of synthesized area
other cells               1              5                    0.00126
xor+xnor                 29             29                     0.0855
buf+inv                  19             40                     0.0316
simple gates             42             42                     0.0792
flops                    71             71                      0.652
latches                   4              4                     0.0202
fa+ha+maj                 4              4                     0.0168
compound gates            9              9                     0.0232
mux                      16             16                     0.0901
stage by stage:
step	utilization	worst slack, ps
global placement	0.572	94.3
finish	0.600	334
floorplan	-	570
CTS	0.600	350
detailed placement	0.572	85.3
global route	0.600	157
layout make-up:
| cell class | instances | area [um^2] |
|---|---|---|
| fill | 427 | 2240 |
| sequential | 75 | 2000 |
| multi-input combinational | 105 | 895 |
| timing repair buffer | 22 | 200 |
| clock buffer | 8 | 110 |
| tap | 72 | 90.1 |
| clock inverter | 4 | 50.0 |
| inverter | 6 | 22.5 |
final timing paths:
kind	from	end	slack, ps
min in group clk0	u2.med_ptr2[2]$_DFF_PP0_	u2.w2r_ptr[2]$_DFF_PP0_	350
worst max register to register	u1.rbin[0]$_DFF_PP0_	u1.rd_empty$_DFF_PP0_	690
worst min-delay path	u1.rd_ptr[2]$_DFF_PP0_	u4.med_ptr1[2]$_DFF_PP0_	330
min in group asynchronous	wr_rst	u3.wr_ptr[3]$_DFF_PP0_	640
max in group clk1	wr_inc	u3.wr_full$_DFF_PP1_	600
worst min register to register	u1.rd_ptr[2]$_DFF_PP0_	u4.med_ptr1[2]$_DFF_PP0_	330
worst max-delay path	rd_inc	u1.rd_empty$_DFF_PP0_	330
max in group asynchronous	rd_rst	u2.med_ptr2[1]$_DFF_PP0_	1560
worst max-delay path, cell delays in order:
cell             delay, ps
clkdlybuf4s50_1        510
ha_1                   220
nand2b_1               150
a21oi_1                110
o21a_1                 210
or4_4                  510
a2111oi_2              350
report_power, final:
group | internal (W) | leakage [nW] | switching [W]
Combinational | 0.000713 | 0.440 | 0.000633
Sequential | 0.00149 | 0.786 | 0.000225
Clock | 0.000367 | 0.0779 | 0.000325
Total | 0.00257 | 1.30 | 0.00118
Power is estimated from default activity; no workload was simulated.
